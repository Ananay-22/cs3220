===== /design/flow/design.v =====
module AGEX_STAGE(
  input wire clk,
  input wire reset,
  input wire [(1)-1:0] from_MEM_to_AGEX,    
  input wire [(1)-1:0] from_WB_to_AGEX,   
  input wire [(1 + 32+32+32+ 6 + 32)-1:0] from_DE_latch,
  output wire [(1 + 32+32+ 6 + 32)-1:0] AGEX_latch_out,
  output wire [(1)-1:0] from_AGEX_to_FE,
  output wire [(1)-1:0] from_AGEX_to_DE
);
  reg [(1 + 32+32+ 6 + 32)-1:0] AGEX_latch; 
  assign AGEX_latch_out = AGEX_latch;
  wire[(1 + 32+32+ 6 + 32)-1:0] AGEX_latch_contents; 
  wire valid_AGEX; 
  wire [32-1:0]inst_AGEX; 
  wire [32-1:0]PC_AGEX;
  wire [32-1:0] inst_count_AGEX; 
  wire [32-1:0] pcplus_AGEX; 
  wire [6-1:0] op_I_AGEX;
  reg br_cond_AGEX;  
  always @ (*) begin
    case (op_I_AGEX)
      28 : br_cond_AGEX = 1;  
      default : br_cond_AGEX = 1'b0;
    endcase
  end
  always @ (*) begin
  end 
always @(*)begin  
end 
    assign  {                     
                                  valid_AGEX,
                                  inst_AGEX,
                                  PC_AGEX,
                                  pcplus_AGEX,
                                  op_I_AGEX,
                                  inst_count_AGEX
                                  } = from_DE_latch; 
  assign AGEX_latch_contents = {
                                valid_AGEX,
                                inst_AGEX,
                                PC_AGEX,
                                op_I_AGEX,
                                inst_count_AGEX
                                 }; 
  always @ (posedge clk ) begin
    if(reset) begin
      AGEX_latch <= {(1 + 32+32+ 6 + 32){1'b0}};
        end 
    else 
        begin
            AGEX_latch <= AGEX_latch_contents ;
        end 
  end
endmodule

===== /design/flow/run.sh =====
#!/bin/bash
# OpenROAD 26Q1-2900-gdf79404cd8, Yosys 0.63+post, stock flow scripts
make -C /OpenROAD-flow-scripts/flow DESIGN_CONFIG=/design/flow/config.mk WORK_HOME=/design/flow/orfs finish

===== /design/flow/config.mk =====
export PLATFORM = sky130hd
export DESIGN_NAME = AGEX_STAGE
export DESIGN_NICKNAME = AGEX_STAGE
export VERILOG_FILES = /design/flow/design.v
export SDC_FILE = /design/flow/constraint.sdc
export NUM_CORES = 4
export LEC_CHECK = 1
export CORE_AREA = 10 10 153 153
export DIE_AREA = 0 0 163 163

===== /design/flow/constraint.sdc =====
current_design AGEX_STAGE

set clk_period 1.0
set clk_io_pct 0.2

create_clock -name clk0 -period $clk_period [get_ports {clk}]

set non_clock_inputs [all_inputs -no_clocks]
set_input_delay [expr $clk_period * $clk_io_pct] -clock clk0 $non_clock_inputs
set_output_delay [expr $clk_period * $clk_io_pct] -clock clk0 [all_outputs]

==> out/metrics.yaml <==
cells_and_area:
  synthToLayoutAreaGrowth_pct: 79.09
  regMostFlops: "AGEX_latch"
  largestRegisters: "AGEX_latch (103)"
  drive_gt1_frac: 0.3025
  largest_register_ffs: 103
grt:
  grt_pass1_vias: 2163
  antenna_found_initial: 1
  gr-total-overflow: 0
  grt_max_degree: 45
  grt_pass1_wl_mm: 13.37
  track_usage: 0.06627
timing:
  max_freq_ghz: 1.026
  period_minus_slack_ns: 0.9749
  finalHoldViolCount: 0
  rsz0062_at_grt: "yes"
  drv_slew: 0
  setup_viol: 0
  fin_crit_sh: 0.9749
  worst_slack_ns: 0.02512
synth:
  post-synth-top-area-cell: "dfxtp_1"
  ys_seq_frac: 0.7410
  ys_area_sq_mm: 0.002783
  yosys_warnings: 3
  syn_area_sq_mm: 0.002783
  ys_seq_elements: 103
  synth_cell_types: 5
  ys_cells: 220
  syn_inst: 220
  syn_area_per_cell_sq_um: 12.65
  yosysTopAreaCellShare: 0.7410
  top_cells_by_area: "dfxtp_1 (74%), nor2b_1 (23%), buf_2 (1.8%)"
power:
  finalPower_w: 0.008908
  internal_power_w: 0.007178
  pwr-share-clk: 0.419
  ir_drop_v: 0.0007744
  p_comb_frac: 0.091
  switching_power_w: 0.001730
  seqPwrFrac: 0.490
  switching_share: 0.1942
  leakagePower_nw: 2.164
  power.density_mw_per_mm2: 1787
floorplanning:
  fp_util: 0.1380
  rows: 52
  core_area_sq_mm: 0.02017
  ios: 244
  fp.dieW_um: 163
  die_h_um: 163
  die_area_sq_mm: 0.02657
job:
  maxCapViolCount: 0
  warnings: 61
placement:
  port-buffer-count: 207
  dpl.hpwl_mm: 7.414
  pre_cts_ws_ns: -0.01681
  gp_congestion: 0.7688
status:
  status: "complete, no violations"
drt:
  wire_per_inst_um: 13.15
  drt-total-wl_mm: 9.255
  drt_pre_antenna_iters: 3
  drc: 0
  ant_nets: 0
  vias: 2113
  vias_per_cell: 3.001
  drt_iter0_drc: 89
clock_network:
  clk_pin_slew_ns: 0.07
  post_cts_buffers: 0
  root_buffer: "clkbuf_16"
  cts_buffer_depth: 2
  clkSinkCount: 103
  htreeDepth: 3
  cts-buffers-inserted: 9
  cts_tree: "yes"
  hold_buffers: 0
critical_path:
  critical-path-max-stage-delay_ns: 0.32
  cp_top_family: "flip-flops"
  critPathMaxFanout: 1
  crit_type: "reg -> out"
  critical_path.cell_chain: "buf_2"
  setup.worst_path.start_class: "flip-flop"
  end_kind: "output port"
  critPathArrivalTime_ns: 0.77
  crit_path_top_delay_cell: "dfxtp_2"
  cp_data_required_time_ns: 0.80
  crit_buf_inv: 1
min_path:
  hp-class: "in -> reg"
## layout by cell type, fill, tap and decap left out
| cell | n |
|---|---|
| buf_2 | 103 |
| buf_4 | 2 |
| clkdlybuf4s50_1 | 103 |
| nor2b_1 | 103 |
| clkinvlp_4 | 1 |
| conb_1 | 2 |
| dfxtp_2 | 11 |
| clkbuf_1 | 2 |
| clkbuf_16 | 9 |
| bufinv_16 | 2 |
| buf_12 | 2 |
| diode_2 | 1 |
| dfxtp_1 | 92 |
| clkbuf_8 | 1 |
## synth_stat cells (all sizes together)
cell type and instances:
conb 1, dfxtp 103, buf 13, nor2b 103
## routing by layer
layer / GRT usage / share of wire
met5: 0 / 0
met4: 0.01107 / 0.018
met3: 0.03953 / 0.12
met1: 0.06988 / 0.36
met2: 0.1131 / 0.50
## metrics by stage
stage	std cells	hold WS (ns)	instance area (sq um)	util	setup TNS (ns)
2_1_floorplan	221	0.3282	2786	-	0
3_3_place_gp	688	0.6767	5169	0.2563	-0.01549
3_5_place_dp	688	0.6803	5169	0.2563	-0.02138
4_1_cts	703	0.3000	4974	0.2466	-0.006438
5_1_grt	703	0.3099	4981	0.2470	-0.1191
6_report	704	0.3035	4984	0.2471	0
## power groups by stage
stage	clock network, W	logic (W)	registers, W
after global routing	0.00405	0.000891	0.00439
after CTS	0.00391	0.000835	0.00437
final	0.00373	0.000807	0.00437
## worst min-delay path: stages
cell and delay, ns:
buf_4 0.13, buf_12 0.20, nor2b_1 0.06
## layout make-up
class	instances	area, sq um
Tap cell	270	337.8
Clock inverter	3	67.56
Multi-Input combinational cell	105	651.9
Timing Repair Buffer	210	1602
Fill cell	2211	15190
Antenna cell	1	2.502
Clock buffer	12	246.5
Sequential cell	103	2076
## path summary, 6_finish.rpt
check | startpoint | end | cells past startpoint
min | reset | AGEX_latch[66] | 3
max | AGEX_latch[40] | AGEX_latch_out[40] | 1
## kinds of logic (layout without fill, tap and decap cells)
family	count (synthesis)	in the layout	share of synthesized area
flip-flops	103	103	0.7410
buffers and inverters	13	225	0.02608
other	1	3	0.001348
AND/OR/NAND/NOR	103	103	0.2316
## timing repair
action,in CTS,in global routing
gates cloned,0,0
endpoints found under the setup margin,103,20
resized,339,6
pin swaps,0,0
Power is estimated from default activity; no workload was simulated.
